[flow/run.sh]
#!/bin/bash
# OpenROAD 26Q1-2900-gdf79404cd8, Yosys 0.63+post, stock flow scripts
make -C /OpenROAD-flow-scripts/flow DESIGN_CONFIG=/design/flow/config.mk WORK_HOME=/design/flow/orfs finish
[flow/design.v]
module binaryAdderSubtractor_4_bit(output [3:0]S, output C4, V, input [3:0]A, B, input M);
wire [3:1]C;
wire [3:0]W;
assign W = B ^ M;
fullAdder FA0(S[0], C[1], A[0], W[0], M),
          FA1(S[1], C[2], A[1], W[1], C[1]),
	  FA2(S[2], C[3], A[2], W[2], C[2]),
	  FA3(S[3], C4, A[3], W[3], C[3]);
assign V = C4 ^ C[3];
endmodule
module fullAdder(S, C, A, B, C0);
input A, B, C0;
output S, C;
wire [2:0]w;
halfAdder HA1(w[0], w[1], A, B);
halfAdder HA2(S, w[2], w[0], C0);
assign C = w[1]||w[2];
endmodule
module halfAdder(S, C, A, B);
input A, B;
output S, C;
assign S = A^B;
assign C = A&&B;
endmodule
[flow/config.mk]
export PLATFORM = sky130hd
export DESIGN_NAME = binaryAdderSubtractor_4_bit
export DESIGN_NICKNAME = binaryAdderSubtractor_4_bit
export VERILOG_FILES = /design/flow/design.v
export SDC_FILE = /design/flow/constraint.sdc
export NUM_CORES = 4
export LEC_CHECK = 1
export CORE_AREA = 10 10 70 70
export DIE_AREA = 0 0 80 80
[flow/constraint.sdc]
current_design binaryAdderSubtractor_4_bit

set clk_period 3.8
set clk_io_pct 0.2

create_clock -name clk0 -period $clk_period

set non_clock_inputs [all_inputs -no_clocks]
set_input_delay [expr $clk_period * $clk_io_pct] -clock clk0 $non_clock_inputs
set_output_delay [expr $clk_period * $clk_io_pct] -clock clk0 [all_outputs]
==> flow_metrics.py <==
# Flow results
metrics = {
    "floorplan": {
        "die_y_size_um": 80,
        "initial_core_util": 0.0443,
        "pin_count": 15,
        "die_area_sq_um": 6400,
        "die_width_um": 80,
        "floorplan.rows": 21,
        "core_area_sq_um": 3420,
    },
    "synthesis": {
        "synth_cell_type_count": 6,
        "synth.avg_cell_area_sq_um": 7.97,
        "synth_area_sq_um": 151,
        "synth_top_area_share": 0.397,
        "yosys_cells": 19,
        "synth.yosys.warnings": 0,
        "synthDominantAreaCellType": "fa_1",
        "yosys.cell_count.top_type": "inv_1",
        "yosys.stat.seqShare": 0,
        "synthTopCellsByArea": "fa_1 40%, inv_1 22%, buf_4 20%",
        "most_numerous_cell_types_in_the_synthesized_netlist": "9 x inv_1, 4 x buf_4, 3 x fa_1",
        "yosys_area_sq_um": 151,
        "synthCells": 19,
    },
    "route": {
        "vias": 132,
        "number_of_nets_still_failing_antenna_checks_after_routing": 0,
        "drcViolationCount": 0,
        "via_per_inst": 1.67,
        "route.detailed.wl_per_inst_um": 6.29,
        "antenna_cells_inserted": 0,
        "detail_route.iter0.violations": 4,
        "finalWirelength_um": 497,
        "first_pass_iters": 2,
    },
    "place": {
        "place.gp.congestion": 0.680,
        "post-place-ws_ns": -0.149,
        "placed_cell_area_sq_um": 352,
        "placed_cells": 79,
        "io_buffer_count": 15,
        "final_hpwl_dp_um": 468,
    },
    "grt": {
        "grt_first_pass_wirelength_um": 724,
        "globalRoute.totalOverflow": 0,
        "grt_usage": 0.0139,
        "via_count_of_the_first_global_routing_pass": 158,
        "grt_antenna_before_repair": 0,
        "maximum_number_of_pins_on_one_net_before_global_route_repair": 3,
    },
    "worst_hold_path": {
        "worstHoldPathType": "in2out",
    },
    "layout": {
        "final_cell_area_sq_um": 370,
        "ff_latch_area_sq_um": 0,
        "layout-drive-gt1-share": 0.303,
        "layout.cells.non_filler": 79,
        "clkbuf_count": 0,
        "area.growth.synth_to_final_pct": 145,
        "layout.filler_cells": 397,
        "ff_count": 0,
        "post-route-util": 0.108,
    },
    "critical_path": {
        "cp.required_ns": 3.04,
        "worst_path_dominant_cell_family": "buffers and inverters",
        "crit_path_top_delay_cell": "clkdlybuf4s50_1",
        "crit_path_frequent_cell": "fa_2",
        "worstSetupStartpointType": "input pin",
        "worst-path-buf-inv": 5,
        "critical_path.max_stage_delay_ns": 0.48,
        "crit_arrival_ns": 2.95,
        "cp_cell_sequence": "clkdlybuf4s50_1 > inv_1 > fa_2 > inv_1 > fa_2 > inv_2 > fa_2 > xnor2_2 > clkdlybuf4s50_1",
        "worst_setup_path_end_kind": "primary output",
        "critPathMaxFanout": 2,
        "worst-setup-path-type": "in2out",
    },
    "job": {
        "max_capacitance_violation_count": 0,
        "warning_count": 33,
    },
    "final_timing": {
        "finalCritPeriodShare": 0.976,
        "report.final.setup_viol": 0,
        "layout_setup_ws_ns": 0.0914,
        "finalWorstPathRequiredPeriod_ns": 3.71,
        "finalMaxSlewViolations": 0,
        "max-slew-margin-rel": 0.878,
        "max_freq_mhz": 270,
        "report.final.hold_viol_count": 0,
        "worst_pin_slew_ns": 0.180,
    },
    "power_and_ir_drop": {
        "power.leakage_nw": 0.166,
        "worst_vdd_drop_mv": 0.0124,
        "p_per_area_nw_per_um2": 134,
    },
    "clocking": {
        "cts.repair_timing.setup_buffer_count": 0,
    },
    "status": {
        "run_status": "finished clean",
    },
}
-- worst paths after layout --
kind	startpoint	end	cells after the start
min	A[0]	S[0]	4
max	A[1]	V	9
-- power by group --
part           switching (mW)  internal (mW)
registers                   0              0
clock network               0              0
logic                  0.0139         0.0356
total                  0.0139         0.0356
-- routing by layer --
metal	global-route usage	wire [um]	vias to the layer above
li1	-	-	73
met1	0.0140	162	56
met2	0.0305	319	3
met3	0.00114	15	0
met4	0	0	0
met5	0	0	-
-- placed cells by master, fill, tap and decap left out --
master,count
clkdlybuf4s50_1,12
mux2i_2,1
xnor2_2,1
xor2_1,1
inv_1,7
buf_4,3
dlygate4sd2_1,2
fa_2,3
inv_2,2
dlymetal6s2s_1,1
-- metrics by stage --
stage	power (mW)	setup TNS [ns]	hold WS, ns
global route	0.0554	-0.0108	2.36
CTS	0.0480	-0.0106	2.33
global placement	0.0464	-0.159	2.56
detailed placement	0.0470	-0.215	2.57
floorplan	0.0199	0	1.67
finish	0.0494	0	2.32
-- logic make-up after synthesis --
| kind of cell | after synthesis | synth area share |
|---|---|---|
| xor+xnor | 2 | 0.116 |
| fa+ha+maj | 3 | 0.397 |
| buf+inv | 13 | 0.421 |
| mux | 1 | 0.0661 |
-- timing repair --
action / in CTS / in global routing
hold buffers: 0 / 0
setup endpoints to repair: 2 / 2
gates resized: 5 / 5
pin swaps: 1 / 2
-- final cells by class --
cell class | count | area, sq um | share of cell area
repair buffers | 18 | 173 | 0.466
well taps | 46 | 57.6 | 0.155
inverters | 9 | 33.8 | 0.0912
multi-input cells | 6 | 106 | 0.287
Power and IR drop assume default switching activity.
